### /design/flow/design.v
module timing_generator (
    input        i_clk,
    input        i_rstn,
    output       o_de,
    output       o_hs,
    output       o_vs,
    output [10:0] o_x,
    output [10:0] o_y
);
  parameter HAC = 640;  
  parameter HFP =  16;  
  parameter HSP =  96;  
  parameter HBP =  48;  
  parameter VAC = 480;  
  parameter VFP =  10;  
  parameter VSP =   2;  
  parameter VBP =  33;  
  reg [10:0] r_col_cnt;
  reg [10:0] r_row_cnt;
  always @(posedge i_clk, negedge i_rstn) begin
    if (!i_rstn) begin
      r_col_cnt <= 0;
      r_row_cnt <= 0;
    end else begin
      r_col_cnt <= r_col_cnt + 1;
      if (r_col_cnt == HAC + HFP + HSP + HBP - 1) begin
        r_col_cnt <= 0;
        r_row_cnt <= r_row_cnt + 1;
        if (r_row_cnt == VAC + VFP + VSP + VBP - 1) begin
          r_row_cnt <= 0;
        end
      end
    end
  end
  wire w_hde;
  wire w_vde;
  assign w_hde = r_col_cnt < HAC ? 1 : 0;
  assign w_vde = r_row_cnt < VAC ? 1 : 0;
  assign o_de = i_rstn && w_hde && w_vde;
  assign o_hs = r_col_cnt >= HAC + HFP && r_col_cnt < HAC + HFP + HSP ? 1 : 0;
  assign o_vs = r_row_cnt >= VAC + VFP && r_row_cnt < VAC + VFP + VSP ? 1 : 0;
  assign o_x  = w_hde && w_vde ? r_col_cnt : HAC - 1;
  assign o_y  = w_vde          ? r_row_cnt : VAC - 1;
endmodule
### /design/flow/run.sh
#!/bin/bash
# OpenROAD 26Q1-2900-gdf79404cd8, Yosys 0.63+post, stock flow scripts
make -C /OpenROAD-flow-scripts/flow DESIGN_CONFIG=/design/flow/config.mk WORK_HOME=/design/flow/orfs finish
### /design/flow/config.mk
export PLATFORM = sky130hd
export DESIGN_NAME = timing_generator
export DESIGN_NICKNAME = timing_generator
export VERILOG_FILES = /design/flow/design.v
export SDC_FILE = /design/flow/constraint.sdc
export NUM_CORES = 4
export LEC_CHECK = 1
export CORE_AREA = 10 10 92 92
export DIE_AREA = 0 0 102 102
### /design/flow/constraint.sdc
current_design timing_generator

set clk_period 4.4
set clk_io_pct 0.2

create_clock -name clk0 -period $clk_period [get_ports {i_clk}]

set non_clock_inputs [all_inputs -no_clocks]
set_input_delay [expr $clk_period * $clk_io_pct] -clock clk0 $non_clock_inputs
set_output_delay [expr $clk_period * $clk_io_pct] -clock clk0 [all_outputs]
==> impl_metrics.toml <==
# flow metrics
[sta]
hold_viol = 0
fin_tns_setup_ns = 0
rsz0062_at_grt = "false"
fin_skew_ns = 0.00264
fin_crit_ns = 3.37
drv_slew = 0
worst_pin_slew_ns = 0.547
period_used_pct = 76.5
fmax_ghz = 0.297
setup_viol = 0
maxSlewHeadroom_pct = 63.3
layout_setup_ws_ns = 1.03

[run]
warnings = 26
maxCapViolCount = 0

[placement]
gp_congestion = 0.776
placed_cell_area_mm2 = 0.00165
post-place-ws_ns = 1.19
port-buffer-count = 23
dp_hpwl_um = 2380

[hold_path]
min_path_type = "register to register"
min_path_cells = 1

[power_and_ir_drop]
power.total_mw = 0.356
ir_drop_mv = 0.0946
power_density_mw_per_mm2 = 209
p_leak_nw = 0.722

[synthesis]
synth_area_per_cell_um2 = 8.87
ys_ff = 22
synth_top_flop_cell = "dfrtp_1"
edf_count = 0
synth_area_leader_cell = "dfrtp_1"
synth_stat.cells = 153
synth_seq_share_pct = 40.6
synth_warnings = 1
syn_inst = 153
synth_cell_types = 36
syn_area_mm2 = 0.00136
synth_top_area_share_pct = 40.6
synthTopCellsByArea = "dfrtp_1, or2_2, nand3_1"
yosys_area_mm2 = 0.00136
synth-async-reset-ratio_pct = 100

[clock_tree]
post_cts_buffers = 0
cts.repair.resized = 0
cts_hold_buffers = 0
htree_levels = 1
cts.clk_slew.worst_paths_ns = 0.08
cts_tree = "yes"
cts_buffer_depth = 2
root_buffer = "clkbuf_8"
numCtsBuffers = 3
clkSinkCount = 22
clk_latency_ns = 0.26

[cells_and_area]
drive_above_1_share_pct = 12.6
areaGrowthSynthToFinish_pct = 25.6
design_area_mm2 = 0.00171
post-route-util_pct = 26.4
nFillCells = 694

[worst_setup_path]
critical_path.slowest_cell = "nand4b_1"
critical_path_class = "register to output pin"
cp.depth = 4
crit_arrival_ns = 2.49
critPathLaunchType = "register"
cpPeakStageDelay_ns = 0.48
rr_worst_depth = 5
crit_family = "simple AND/OR/NAND/NOR gates"
cp.required_ns = 3.52
path_cells = "nor2_1, nand4b_1, or2_2, clkdlybuf4s50_1"
path_buffers = 1
worstPathMaxFanout = 11
critical_path.endpoint_type = "output pin"

[route]
vias = 1146
drt-vias-per-instance = 4.55
drc = 0
postRouteAntennaNets = 0
routed_wl_um = 3290
dr.pass1.iters = 4
drt-initial-drc-count = 94
num_antenna_cells = 0
wl_per_cell_um = 13.0

[floorplanning]
ios = 27
chip_area_mm2 = 0.0104
fp_util_pct = 21.0
row_count = 29
die_h_um = 102
die_width_um = 102
core_area_mm2 = 0.00646

[global_routing]
grt.overflow.total = 0
grt_use_total_pct = 6.17
grt_pass1_vias = 1072
grt_max_degree = 24
grt_pass1_wl_um = 5320
antenna_found_initial = 0

[run_status]
status = "completed"
[cell usage in the layout (no fill, tap or decap)]
master           netlist  final
a21o_1                 1      1
a21oi_1                6      6
a31oi_1                1      1
and2_1                 1      1
and3b_1                1      1
and4_1                 3      3
buf_4                  3      2
clkbuf_8               0      4
clkdlybuf4s50_1        0     23
conb_1                 1      3
dfrtp_1               22     22
ha_1                   3      3
inv_1                  8      8
mux2_2                 2      2
nand2_1               10     10
nand2b_1               2      2
nand3_1               11     11
nand3b_1               1      1
nand4_1                5      5
nand4b_1               2      2
nor2_1                14     14
nor3_1                 3      3
nor3_2                 1      1
nor3b_1                1      1
nor4_1                 2      2
nor4b_1                2      2
nor4b_2                1      1
nor4b_4                1      1
o21ai_0               10     10
o2bb2ai_1              1      1
or2_2                 11     11
or3_1                  7      7
or4_1                  2      2
xnor2_1                6      6
xor2_1                 2      2
[stage by stage]
step                std cells  hold slack [ns]
floorplan                 155            0.467
detailed placement        248            0.511
global route              252            0.546
CTS                       252            0.523
finish                    252            0.516
global placement          248            0.503
[registers in the layout, indices dropped and copies added (netlist names)]
signal and flops:
r_col_cnt 11, r_row_cnt 11
[path summary, 6_finish.rpt]
| check | from | to | slack [ns] |
|---|---|---|---|
| min reg2reg | r_col_cnt[0] | r_col_cnt[0] | 0.52 |
| max in group asynchronous | i_rstn | r_col_cnt[3] | 3.21 |
| max reg2reg | r_col_cnt[0] | r_row_cnt[5] | 2.19 |
| min in group asynchronous | i_rstn | r_row_cnt[3] | 0.96 |
| min | r_col_cnt[0] | r_col_cnt[0] | 0.52 |
| max | r_row_cnt[9] | o_x[3] | 1.03 |
[power by group]
group | internal [mW] | switching, mW
clock | 0.0798 | 0.0680
combinational | 0.00228 | 0.00436
sequential | 0.202 | 0
[kinds of logic (layout without fill, tap and decap cells)]
group                    after synthesis  in the layout  synth area share (%)
AND-OR/OR-AND                         19             19                  7.56
XOR/XNOR                               8              8                  5.16
adder cells (fa/ha/maj)                3              3                  2.77
buffers and inverters                 17             37                  6.36
flip-flops                            22             22                  40.6
multiplexers                           2              2                  1.66
other                                  1              3                 0.276
AND/OR/NAND/NOR                       81             81                  35.7
[layout make-up]
class	instances	area [um2]	area share [%]
multi-input combinational	116	728	42.7
sequential	22	551	32.3
timing repair buffer	25	245	14.4
tap	77	96.3	5.65
clock buffer	4	55.1	3.23
inverter	8	30.0	1.76
[worst reg2reg max path: stages (launching register included)]
cell	delay, ns
dfrtp_1	0.42
ha_1	0.25
and4_1	0.28
nand4b_1	0.47
or4_1	0.65
o21ai_0	0.08
[layer usage]
metal | part of all wire (%) | routed length, um | track usage [%] | vias up
li1 | - | - | - | 574
met4 | 0.64 | 21 | 0.868 | 0
met5 | 0 | 0 | 0 | -
met1 | 47 | 1530 | 8.63 | 546
met2 | 47 | 1530 | 9.68 | 24
met3 | 6.1 | 201 | 1.57 | 2
[synthesized netlist by cell type, types with 5 or more instances]
cell type and instances:
nand2_1 10, nand4_1 5, xnor2_1 6, nand3_1 11
or3_1 7, a21oi_1 6, nor2_1 14, or2_2 11
dfrtp_1 22, o21ai_0 10, inv_1 8
